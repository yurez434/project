File: design/flow/constraint.sdc
current_design controller

set clk_period 3.4
set clk_io_pct 0.2

create_clock -name clk0 -period $clk_period

set non_clock_inputs [all_inputs -no_clocks]
set_input_delay [expr $clk_period * $clk_io_pct] -clock clk0 $non_clock_inputs
set_output_delay [expr $clk_period * $clk_io_pct] -clock clk0 [all_outputs]
File: design/flow/design.v
module controller (fetch_instruction,reg_dst,reg_write,ext_op,alu_src,mem_read,mem_write,mem_to_reg,beq,bne,j,alu_selection,log_op,shift_op,ariph_op,we_bypass,we_stall,re1,re2,alu,alui_lw_sw,lw_);
 input      [31:0]fetch_instruction;
 output           ariph_op,reg_dst,reg_write,ext_op,alu_src,mem_read,mem_write,mem_to_reg,beq,bne,j,we_bypass,we_stall,re1,re2,alu,alui_lw_sw,lw_;
 output reg [1:0] alu_selection,log_op,shift_op;
 wire       [5:0] op,func;
 wire             r_type,addi,slti,andi,ori,xori,lw,sw,add,sub,and_,or_,xor_,slt,sll,srl,sra;
 assign      op     = fetch_instruction[31:26];
 assign      func   = fetch_instruction[5:0];
 assign      lw_    = lw;
 assign      r_type = ~op[5] & ~op[4] & ~op[3] & ~op[2] & ~op[1] & ~op[0];   
 assign      addi   = ~op[5] & ~op[4] &  op[3] & ~op[2] & ~op[1] & ~op[0];   
 assign      slti   = ~op[5] & ~op[4] &  op[3] & ~op[2] &  op[1] & ~op[0];   
 assign      andi   = ~op[5] & ~op[4] &  op[3] &  op[2] & ~op[1] & ~op[0];   
 assign      ori    = ~op[5] & ~op[4] &  op[3] &  op[2] & ~op[1] &  op[0];   
 assign      xori   = ~op[5] & ~op[4] &  op[3] &  op[2] &  op[1] & ~op[0];   
 assign      lw     =  op[5] & ~op[4] & ~op[3] & ~op[2] &  op[1] &  op[0];   
 assign      sw     =  op[5] & ~op[4] &  op[3] & ~op[2] &  op[1] &  op[0];   
 assign      j      = ~op[5] & ~op[4] & ~op[3] & ~op[2] &  op[1] & ~op[0];   
 assign      beq    = ~op[5] & ~op[4] & ~op[3] &  op[2] & ~op[1] & ~op[0];   
 assign      bne    = ~op[5] & ~op[4] & ~op[3] &  op[2] & ~op[1] &  op[0];   
 assign      sll    = ~func[5] & ~func[4] & ~func[3] & ~func[2] & ~func[1] & ~func[0];   
 assign      srl    = ~func[5] & ~func[4] & ~func[3] & ~func[2] &  func[1] & ~func[0];   
 assign      sra    = ~func[5] & ~func[4] & ~func[3] & ~func[2] &  func[1] &  func[0];   
 assign      add    =  func[5] & ~func[4] & ~func[3] & ~func[2] & ~func[1] & ~func[0];   
 assign      sub    =  func[5] & ~func[4] & ~func[3] & ~func[2] &  func[1] & ~func[0];   
 assign      and_   =  func[5] & ~func[4] & ~func[3] &  func[2] & ~func[1] & ~func[0];   
 assign      or_    =  func[5] & ~func[4] & ~func[3] &  func[2] & ~func[1] &  func[0];   
 assign      xor_   =  func[5] & ~func[4] & ~func[3] &  func[2] &  func[1] & ~func[0];   
 assign      slt    =  func[5] & ~func[4] &  func[3] & ~func[2] &  func[1] & ~func[0];   
 assign      reg_dst    = r_type;
 assign      mem_read   = lw;
 assign      mem_to_reg = lw;
 assign      reg_write  = ~(sw     | beq | bne | j);
 assign      ext_op     = ~(andi   | ori | xori);
 assign      alu_src    = ~(r_type | beq | bne);
 assign      mem_write  = sw;
 assign      ariph_op   = ~(add | addi | lw | sw);
 assign      we_bypass  = (r_type | addi | slti | andi | ori | xori  | lw | beq | bne);
 assign      we_stall   =  lw;
 assign      re1        = (r_type | addi | slti | andi | ori | xori | lw | sw | beq | bne);
 assign      re2        = (r_type | lw   | sw   | slt | beq | bne);
 assign      alu        =  r_type;
 assign      alui_lw_sw =  addi   | slti | andi | ori | xori | lw | sw ;
  always @(slt or slti or add or addi or ori or lw or sw or sub or beq or bne or and_ or or_ or xor_ or andi or xori or sll or srl or sra or r_type)
 begin 
   alu_selection = 2'b00;
  if      ((sll | srl | sra) & r_type)
   alu_selection = 2'b00;
  else if ((slt & r_type) | slti)
   alu_selection = 2'b01;
  else if (((add | sub ) & r_type) | addi | lw | sw  | beq | bne)
   alu_selection = 2'b10;
  else if (((and_ | or_ | xor_) & r_type) | andi | ori | xori)
   alu_selection = 2'b11;
 end
  always @(and_ or andi or or_ or ori or xor_ or xori or r_type)
 begin
  log_op = 2'b00;
  if      (and_ & r_type  | andi)
   log_op = 2'b00;
  else if (or_ & r_type   | ori)
   log_op = 2'b01;
  else if (xor_  & r_type | xori)
   log_op = 2'b11;
 end
  always @(sll or srl or sra or r_type)
 begin
   shift_op = 2'b00;
   if      (sll & r_type)
    shift_op = 2'b00;
   else if (srl & r_type)
    shift_op = 2'b01;
   else if (sra & r_type)
    shift_op = 2'b10;
 end
endmodule
File: design/flow/config.mk
export PLATFORM = sky130hd
export DESIGN_NAME = controller
export DESIGN_NICKNAME = controller
export VERILOG_FILES = /design/flow/design.v
export SDC_FILE = /design/flow/constraint.sdc
export NUM_CORES = 4
export LEC_CHECK = 1
export CORE_AREA = 10 10 70 70
export DIE_AREA = 0 0 80 80
File: design/flow/run.sh
#!/bin/bash
# OpenROAD 26Q1-2900-gdf79404cd8, Yosys 0.63+post, stock flow scripts
make -C /OpenROAD-flow-scripts/flow DESIGN_CONFIG=/design/flow/config.mk WORK_HOME=/design/flow/orfs finish
==> results.txt <==
Results of the flow run.

The run finished with clean final reports. Per the detail_route report, routed wire per instance is 12.5 um. The power report attributes to the clock group a share of 0%. The power share of the sequential group stands at 0%. The highest clock rate this design can be run at is 307 MHz. The max-capacitance violation count stands at 0. The worst setup path is of the primary input to primary output kind. Per the placement report, the placed cell count is 160. Per the detail_route report, vias per standard cell equal 4.11. The post-route clock period utilization stands at 95.9%. Per the repair_timing log after CTS, setup buffers inserted total 0. Counting the clock-network buffers in the layout gives 0. Before any placement, the netlist area is recorded as 437 sq um. For this block, the initial DRC count from the detailed router was 30.

The storage element area stands at 0 sq um. The iteration count of the initial detailed-routing pass stands at 4. The hold violation count in the final report stands at 0. The worst ir drop on vdd stands at 0.0199 mV. The post-cts gate resize count stands at 0.

At the pin with the least slew margin, the transition time is 400 ps. The number of global-route vias before repair came to 697. The required time at the worst-slack endpoint stands at 2720 ps. The total tool warning count stands at 52.

The slowest stage of the critical path belongs to the cell or4_4. The worst setup path is captured at a primary output. In the routed design, unresolved DRC markers number 0.

The finished layout holds 160 standard cells, fillers aside. Per the final layout report, the fraction of cells sized above drive strength 1 comes to 9.65%. The detail route stage leaves a number of antenna-violating nets equal to 0. The initial antenna violation count came to 0. The instance area at placement stands at 857 sq um. The die is 80 um wide.

The sequential area share after synthesis stands at 0%. The initialized floorplan defines 21 standard-cell rows. The count of hold-fix buffers inserted at cts stands at 0. The number of vias after detailed routing stands at 658. Post-synthesis, Yosys gives the total cell area as 437 sq um. After technology mapping, the gate count stands at 80.

After its last routability iteration, the placer logged a weighted congestion of 0.789. The maximum single-stage delay on the critical path stands at 580 ps. Setup repair after global routing left no endpoint under its margin. The timing report shows the most common cell along the critical path to be clkdlybuf4s50_1. The largest fanout of any net on the critical path stands at 4. The global-route wire length before repair stands at 3230 um. In this run the power spent charging and discharging nets is 30.1 uW. Counting I/O delays and the setup requirement, the final critical path takes 3260 ps. Headroom to the max-slew limit came out at 73.1%. At the worst endpoint, the arrival time is 2580 ps. The final antenna diode tally reported by the flow is 0.

The final layout report lists a filler cell count of 402. Summing all non-filler instances in the final layout gives an area of 868 sq um. The floorplan report gives the top-level pin count as 56. The global-route usage over all layers stands at 5.96%. The combinational group share of total power stands at 100.0%. The fraction of the core area occupied by cells at floorplan stands at 12.8%. STA reports the tightest min-delay check as being of type primary input to primary output. The global route total overflow stands at 0. The internal power stands at 37.2 uW. The worst setup path is launched from a primary input. In this run the layout overhead on the synthesized area is reported as 98.9%.

The sum of negative setup slack stands at 0 ps. After synthesis, the design contains 80 cells according to Yosys. The count of port buffers added during placement stands at 36. The post-synthesis area per instance stands at 5.46 sq um. The critical path goes through clkdlybuf4s50_1 > or4_4 > nor3_2 > nand4_1 > nor2_1 > clkdlybuf4s50_1. The count of cell types in the netlist stands at 32. The routed wire length stands at 2000 um. According to the floorplan report, the placeable core area is 0.00342 sq mm. The die footprint stands at 0.00640 sq mm. The leakage component of the power was reported as 0.000367 uW. The number of pins exceeding their max-slew limit in the final report stands at 0.

For this run, the number of Yosys warnings is 1. Per the summary, power density relative to cell area is 77.5 mW/mm^2. The final number of setup-violating endpoints stands at 0. The cell depth of the worst min-delay path stands at 4. The half-perimeter wire length after placement stands at 1690 um. From bottom edge to top edge, the die measures 80 um. The largest net degree at the start of global routing stands at 12.

The switching portion of total power stands at 44.7%. The sequential cell count stands at 0.
## cell type report
| type | count | area [sq um] | share of cell area, % |
|---|---|---|---|
| inverters | 4 | 15.0 | 1.73 |
| multi-input cells | 67 | 375 | 43.2 |
| well taps | 46 | 57.6 | 6.63 |
| repair buffers | 43 | 420 | 48.4 |
## logic make-up (layout without fill, tap and decap cells)
kind of cell	Yosys count	count (layout)	synth area share (%)
buffers and inverters	13	47	14.9
AND-OR/OR-AND	17	17	23.8
XOR/XNOR	1	1	2.01
AND/OR/NAND/NOR	49	49	59.3
## stage by stage
| stage | power [uW] | hold slack [ps] | utilization, % | setup slack (ps) |
|---|---|---|---|---|
| 6_report | 67.3 | 2110 | 25.4 | 139 |
| 5_1_grt | 74.6 | 2150 | 25.4 | 34.0 |
| 3_3_place_gp | 67.7 | 2370 | 25.1 | 72.5 |
| 2_1_floorplan | 27.4 | 1370 | - | 1090 |
| 4_1_cts | 68.3 | 2390 | 25.1 | 42.2 |
| 3_5_place_dp | 67.5 | 2380 | 25.1 | 41.2 |
## placed cells by master, fill, tap and decap left out, types with 2 or more instances in the layout
cell             Yosys  final
inv_1                4      4
buf_4                4      7
o21ai_0              4      4
nand2b_1             2      2
nand2_1             10     10
nor2b_1              3      3
a21oi_1              2      2
clkdlybuf4s50_1      0     33
nor2_1              14     14
nor3_1               6      6
o21ai_1              4      3
dlymetal6s2s_1       0      3
and3_1               3      3
## routing by layer
metal	GRT usage (%)	vias to the layer above	wire, um
met5	0	-	0
met4	0	0	0
met3	2.27	0	185
met2	10.8	18	949
met1	6.86	293	867
li1	-	347	-
## power by group through the flow
stage	Sequential [uW]	Combinational, uW	Clock, uW
CTS	0	68.3	0
global route	0	74.6	0
finish	0	67.3	0
## Yosys cell counts (all sizes together)
| cell type | count | area, sq um |
|---|---|---|
| a21oi | 2 | 10.0 |
| o22ai | 1 | 6.26 |
| inv | 4 | 15.0 |
| a31o | 1 | 8.76 |
| nor2 | 14 | 52.6 |
| o221ai | 1 | 8.76 |
| and2b | 1 | 7.51 |
| nand2 | 10 | 37.5 |
| and2 | 1 | 6.26 |
| o2111ai | 1 | 8.76 |
| and4bb | 1 | 12.5 |
| xnor2 | 1 | 8.76 |
| or2 | 1 | 6.26 |
| nand4b | 1 | 8.76 |
| clkbuf | 4 | 15.0 |
| nand3 | 1 | 5.00 |
| o21ai | 8 | 40.0 |
| nor2b | 4 | 27.5 |
| nand4 | 1 | 6.26 |
| nor3 | 7 | 40.0 |
| nand2b | 2 | 12.5 |
| or4 | 1 | 11.3 |
| buf | 5 | 35.0 |
| and3 | 3 | 18.8 |
| a211oi | 1 | 7.51 |
| a22oi | 1 | 7.51 |
| a31oi | 1 | 6.26 |
| nor4 | 1 | 6.26 |
## worst paths after layout
| kind | start | end | slack, ps |
|---|---|---|---|
| setup / recovery | fetch_instruction[29] | shift_op[1] | 140 |
| hold / removal | fetch_instruction[2] | log_op[1] | 2110 |
## critical path, delay by kind of cell
family / cells / cell delay (ps)
buffers and inverters: 2 / 890
and+or+nand+nor: 4 / 1010
Power is estimated from default activity; no workload was simulated.
